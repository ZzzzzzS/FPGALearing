$ cat constraint.sdc
current_design regs

set clk_period 5.3
set clk_io_pct 0.2

create_clock -name clk0 -period $clk_period [get_ports {clk}]

set non_clock_inputs [all_inputs -no_clocks]
set_input_delay [expr $clk_period * $clk_io_pct] -clock clk0 $non_clock_inputs
set_output_delay [expr $clk_period * $clk_io_pct] -clock clk0 [all_outputs]
$ cat run.sh
#!/bin/bash
# OpenROAD 26Q1-2900-gdf79404cd8, Yosys 0.63+post, stock flow scripts
make -C /OpenROAD-flow-scripts/flow DESIGN_CONFIG=/design/flow/config.mk WORK_HOME=/design/flow/orfs finish
$ cat config.mk
export PLATFORM = sky130hd
export DESIGN_NAME = regs
export DESIGN_NICKNAME = regs
export VERILOG_FILES = /design/flow/design.v
export SDC_FILE = /design/flow/constraint.sdc
export NUM_CORES = 4
export LEC_CHECK = 1
export CORE_UTILIZATION = 40
$ cat design.v
`timescale 1ns / 1ps
`timescale 1ns / 1ps
module regs(
         input clk,
         input rst,
         input [4:0]Rs1_Addr_i,
         input [4:0]Rs2_Addr_i,
         input [4:0]Rd_Addr_i,
         input Write_Enable_i,
         input [31:0]Rd_i,
         output reg [31:0]Rs1_o,
         output reg [31:0]Rs2_o,
         input Jump_Enable_i,
         input Hold_Enable_i,
         input [31:0]Jump_Addr_i,
         output [31:0]PC_o
       );
reg [31:0] Regs[0:31];
reg [31:0] PC;
assign PC_o = PC;
always @(posedge clk or negedge rst)
  begin
    if (rst==0)
      begin
        PC<=32'b0;     
      end
    else
      begin
        if (Hold_Enable_i==1)    
          begin
            PC<=PC;
          end
        else if (Jump_Enable_i==1)  
          begin
            PC<=Jump_Addr_i;
          end
        else   
          begin
            PC<=PC+32'd4;
          end
      end
  end
always @(posedge clk)
  begin
    Regs[Rd_Addr_i]<=Rd_i;
  end
always @(*)
  begin
    if (Rs1_Addr_i==5'b0)
      begin
        Rs1_o=32'b0;
      end
    else if (Write_Enable_i==1 && Rs1_Addr_i==Rd_Addr_i)
      begin
        Rs1_o=Rd_i;
      end
    else
      begin
        Rs1_o=Regs[Rs1_Addr_i];
      end
  end
always @(*)
  begin
    if (Rs2_Addr_i==5'b0)
      begin
        Rs2_o=32'b0;
      end
    else if (Write_Enable_i==1 && Rs2_Addr_i==Rd_Addr_i)
      begin
        Rs2_o=Rd_i;
      end
    else
      begin
        Rs2_o=Regs[Rs2_Addr_i];
      end
  end
endmodule
==> flow_summary.html <==
<h3>Flow metrics</h3>
<table>
<tr><th>Metric</th><th>Value</th></tr>
<tr><th colspan="2">Floorplan</th></tr>
<tr><td>Die ar.</td><td>127,000 sq um</td></tr>
<tr><td>Vertical extent of the die</td><td>356 um</td></tr>
<tr><td>Area of the core region</td><td>124,000 sq um</td></tr>
<tr><td>Core Rows</td><td>129</td></tr>
<tr><td>Initial Util</td><td>40.4%</td></tr>
<tr><td>DIE WIDTH</td><td>356 um</td></tr>
<tr><td>Count of pins on the block boundary</td><td>180</td></tr>
<tr><th colspan="2">Detailed routing</th></tr>
<tr><td>Vias per cell</td><td>6.47</td></tr>
<tr><td>DR iter-0 viols</td><td>2,407</td></tr>
<tr><td>Residual DRC</td><td>0</td></tr>
<tr><td>Number of antenna-violating nets in the routed design</td><td>0</td></tr>
<tr><td>Detailed-route wire length per cell</td><td>36.1 um</td></tr>
<tr><td>Final wirelength</td><td>172,000 um</td></tr>
<tr><td>Via count</td><td>30,800</td></tr>
<tr><td>First-pass iteration count of the detailed router</td><td>29</td></tr>
<tr><th colspan="2">Placed design</th></tr>
<tr><td>Cell Count Post-Placement</td><td>4,554</td></tr>
<tr><td>Placed wire-length estimate</td><td>111,000 um</td></tr>
<tr><td>PortBufs</td><td>179</td></tr>
<tr><td>Final weighted congestion of routability-driven global placement</td><td>0.970</td></tr>
<tr><th colspan="2">Cells and area</th></tr>
<tr><td>Sequential cell area in the final layout</td><td>31,600 sq um</td></tr>
<tr><td>Comb gate area</td><td>17,700 sq um</td></tr>
<tr><td>Layout cells sized above 1</td><td>34.0%</td></tr>
<tr><td>Filler Cell Count</td><td>10,000</td></tr>
<tr><td>Synth-to-layout area growth</td><td>17.5%</td></tr>
<tr><td>Post-route non-filler standard cell count</td><td>4,764</td></tr>
<tr><th colspan="2">STA</th></tr>
<tr><td>Final worst path period need</td><td>5.26 ns</td></tr>
<tr><td>Slew at the pin closest to its max-slew limit</td><td>1.00 ns</td></tr>
<tr><td>Maximum operating frequency</td><td>190 MHz</td></tr>
<tr><td>Final count of hold timing violations</td><td>0</td></tr>
<tr><td>Worst relative slew slack</td><td>32.9%</td></tr>
<tr><td>Setup repair after global routing missed its margin</td><td>false</td></tr>
<tr><td>Number of failing setup endpoints in the final timing report</td><td>0</td></tr>
<tr><td>Setup tns final</td><td>0 ns</td></tr>
<tr><td>Share of the clock period used by the worst path</td><td>99.2%</td></tr>
<tr><td>Number of max-slew violations in the final report</td><td>0</td></tr>
<tr><td>Worst-case clock skew</td><td>0.0108 ns</td></tr>
<tr><th colspan="2">GRT</th></tr>
<tr><td>Wire length of the first global-routing pass</td><td>245,000 um</td></tr>
<tr><td>Gr usage total</td><td>30.3%</td></tr>
<tr><td>Residual overflow from global routing</td><td>0</td></tr>
<tr><td>Maximum number of pins on one net before global-route repair</td><td>53</td></tr>
<tr><td>Via count of the first global-routing pass</td><td>34,500</td></tr>
<tr><td>Antenna violations before repair</td><td>6</td></tr>
<tr><th colspan="2">Pwr</th></tr>
<tr><td>Switching power</td><td>0.00464 W</td></tr>
<tr><td>Max VDD drop</td><td>0.295 mV</td></tr>
<tr><td>Register share of total power</td><td>49.5%</td></tr>
<tr><td>Cell Pwr Density</td><td>325 nW/um^2</td></tr>
<tr><td>Total power consumption of the routed design</td><td>0.0192 W</td></tr>
<tr><td>Combinational fraction of design power</td><td>11.9%</td></tr>
<tr><td>Net switching fraction of the power</td><td>24.2%</td></tr>
<tr><td>Clock group share of total power</td><td>38.6%</td></tr>
<tr><td>Leakage power figure</td><td>18.6 nW</td></tr>
<tr><td>Internal power</td><td>0.0145 W</td></tr>
<tr><th colspan="2">Setup path</th></tr>
<tr><td>Highest net fanout along the worst path</td><td>14</td></tr>
<tr><td>Setup CP Type</td><td>in2out</td></tr>
<tr><td>Crit path max-delay cell type</td><td>o21ai_2</td></tr>
<tr><td>Highest cell delay on the worst timing path</td><td>0.62 ns</td></tr>
<tr><td>WP data required</td><td>4.24 ns</td></tr>
<tr><td>Nature of the critical path startpoint</td><td>input port</td></tr>
<tr><td>Worst Setup End Kind</td><td>output port</td></tr>
<tr><td>Critical Path AT</td><td>4.20 ns</td></tr>
<tr><td>Cell-by-cell listing of the critical path</td><td>clkdlybuf4s50_1 &gt; buf_4 &gt; xnor2_1 &gt; nand4_1 &gt; o21ai_2 &gt; buf_4 &gt; o221ai_1 &gt; nor2_1 &gt; clkdlybuf4s50_1</td></tr>
<tr><th colspan="2">Hold path</th></tr>
<tr><td>Type of the worst min-delay path</td><td>reg2reg</td></tr>
<tr><th colspan="2">Synthesis</th></tr>
<tr><td>Most frequent cell after synthesis</td><td>edfxtp_1</td></tr>
<tr><td>Mapped Cells</td><td>2,705</td></tr>
<tr><td>Total standard cell area after synthesis</td><td>50,200 sq um</td></tr>
<tr><td>Dominant register cell in the synthesized netlist</td><td>edfxtp_1</td></tr>
<tr><td>Share of the synthesized area in the top cell type</td><td>61.3%</td></tr>
<tr><td>Area leader, netlist</td><td>edfxtp_1</td></tr>
<tr><td>Distinct cells, synth</td><td>70</td></tr>
<tr><td>Top cells by area in the synthesized netlist</td><td>edfxtp_1, mux4_2, dfrtp_1</td></tr>
<tr><td>List of most frequent post-synthesis cells</td><td>edfxtp_1, mux4_2, nor2_1</td></tr>
<tr><td>Yosys reg bits</td><td>1,056</td></tr>
<tr><td>Count of instantiated cells in the yosys netlist</td><td>2,705</td></tr>
<tr><td>Average cell area after synthesis</td><td>18.6 sq um</td></tr>
<tr><td>Area reported by Yosys stat</td><td>50,200 sq um</td></tr>
<tr><td>Share of synthesized area occupied by flip-flops and latches</td><td>62.9%</td></tr>
<tr><td>Post-synth tally of flip-flops with integrated enable</td><td>1,024</td></tr>
<tr><td>Synth Warn #</td><td>1</td></tr>
<tr><td>Share of flip-flops with an asynchronous set or reset</td><td>3.03%</td></tr>
<tr><th colspan="2">Outcome</th></tr>
<tr><td>Result of the run</td><td>finished clean</td></tr>
<tr><th colspan="2">Clocking</th></tr>
<tr><td>Deepest level of the CTS H-tree</td><td>3</td></tr>
<tr><td>Count of hold-fix buffers inserted at cts</td><td>0</td></tr>
<tr><td>Number of resized instances in the post-cts repair step</td><td>0</td></tr>
<tr><td>CTS Sinks</td><td>1,056</td></tr>
<tr><td>Number of CTS-inserted buffers</td><td>109</td></tr>
<tr><td>Worst-case clock buffer depth</td><td>3</td></tr>
<tr><td>Setup bufs post-CTS</td><td>0</td></tr>
<tr><td>CTS clock-pin slew for the worst setup and hold paths</td><td>0.05 ns</td></tr>
<tr><td>Clock root buffer</td><td>clkbuf_16</td></tr>
<tr><td>Clock tree from TritonCTS</td><td>built</td></tr>
<tr><td>Clock latency of the later-clocked register in the worst-skew pair</td><td>0.69 ns</td></tr>
<tr><th colspan="2">Run</th></tr>
<tr><td>Number of max-cap violations</td><td>0</td></tr>
<tr><td>Number of OpenROAD warnings</td><td>26</td></tr>
</table>
worst max-delay path: cells and delay by family:
family	cells	cell delay, ns
buf+inv	4	1.58
compound gates	2	0.78
simple gates	2	0.63
xor+xnor	1	0.13
registers in the layout, indices dropped and copies added (netlist names):
name / cells
PC: 32
Regs: 1024
cells by family (layout without fill, tap and decap cells):
logic type	count (synthesis)	count (layout)	share of synthesized area [%]
AND-OR/OR-AND	390	390	5.17
flip-flops	1056	1056	62.9
XOR/XNOR	10	10	0.175
adder cells (fa/ha/maj)	1	1	0.0249
multiplexers	596	596	25.1
AND/OR/NAND/NOR	421	421	4.24
other	0	3	0
buffers and inverters	231	650	2.45
per-stage QoR:
stage / util (%) / setup WS [ns] / hold slack [ns] / area, sq um
2_1_floorplan: - / 1.59 / 0.454 / 50200
3_3_place_gp: 44.8 / 0.222 / 0.490 / 55500
3_5_place_dp: 44.8 / 0.219 / 0.496 / 55500
4_1_cts: 47.5 / 0.203 / 0.509 / 59000
5_1_grt: 47.5 / 0.00485 / 0.513 / 59000
6_report: 47.5 / 0.0447 / 0.505 / 59000
cell type report:
| type | count | area share (%) |
|---|---|---|
| flip-flops and latches | 1056 | 53.5 |
| multi-input cells | 1418 | 30.0 |
| repair buffers | 428 | 7.16 |
| clock buffers | 140 | 4.98 |
| well taps | 1637 | 3.47 |
| clock inverters | 67 | 0.832 |
| inverters | 15 | 0.0997 |
| diodes | 3 | 0.0127 |
power by group through the flow:
stage | Combinational [W] | Clock, W | Sequential, W
CTS | 0.00226 | 0.00750 | 0.00949
finish | 0.00228 | 0.00741 | 0.00949
global route | 0.00240 | 0.00780 | 0.00951
cell usage in the layout, fill, tap and decap left out, drive strengths merged, types with 10 or more instances in the layout:
master,count
xnor2,10
mux4,526
o22ai,123
nor2b,16
nand2b,18
o21ai,62
nand3,21
mux2,29
inv,14
a21oi,59
clkinv,57
dfrtp,32
mux2i,41
a221o,10
nor2,147
nand2,87
clkdlybuf4s50,169
nor3,61
buf,259
o221ai,42
nor4,12
nand4,11
a211oi,19
clkbuf,140
a31oi,12
edfxtp,1024
final timing paths:
kind	startpoint	end	slack, ns	depth (start not counted)
setup / recovery	Rd_Addr_i[3]	Rs1_o[20]	0.04	9
min in group asynchronous	rst	PC[25]	0.81	2
hold reg to reg	PC[0]	PC[0]	0.50	1
setup reg to reg	PC[2]	PC[28]	2.87	6
max in group asynchronous	rst	PC[4]	4.17	2
hold / removal	PC[0]	PC[0]	0.50	1
per-layer routing:
| layer | vias to the layer above | track usage [%] | routed length [um] |
|---|---|---|---|
| li1 | 12300 | - | - |
| met1 | 15300 | 33.7 | 50900 |
| met2 | 2685 | 41.6 | 76200 |
| met3 | 454 | 26.5 | 35100 |
| met4 | 18 | 11.8 | 9240 |
| met5 | - | 3.85 | 692 |
No activity file was given, so power comes from the tool's default toggle rates.
